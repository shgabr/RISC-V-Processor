==> flow/config.mk <==
export PLATFORM = sky130hd
export DESIGN_NAME = Memory
export DESIGN_NICKNAME = Memory
export VERILOG_FILES = /design/flow/design.v
export SDC_FILE = /design/flow/constraint.sdc
export NUM_CORES = 4
export LEC_CHECK = 1
export CORE_UTILIZATION = 30
==> flow/constraint.sdc <==
current_design Memory

set clk_period 44.8
set clk_io_pct 0.2

create_clock -name clk0 -period $clk_period [get_ports {clk}]

set non_clock_inputs [all_inputs -no_clocks]
set_input_delay [expr $clk_period * $clk_io_pct] -clock clk0 $non_clock_inputs
set_output_delay [expr $clk_period * $clk_io_pct] -clock clk0 [all_outputs]
==> flow/design.v <==
`timescale 1ns / 1ps
module Memory (
    input clk, clk_slow,
    input MemRead, input MemWrite,
    input [8:0] addr,            
    input [31:0] data_in, 
    input [2:0] funct3, 
    output reg [31:0] data_out, inst_out
    );
    reg [7:0] mem [0:128];       
    wire msbb, msbh, msbw;
    assign msbb = mem[addr][7];          
    assign msbh = mem[addr+1][7];        
    initial begin
        {mem[0], mem[1], mem[2], mem[3]} = 32'h00000033;  
    end 
    always@(*)
    begin
        if(clk_slow)
            inst_out = {mem[addr], mem[addr+1], mem[addr+2], mem[addr+3]};
        else inst_out = 32'h33;  
    end
    always@(*)
    begin
        if(MemRead == 1) begin
            case(funct3)
                3'b000:     data_out = {{24{msbb}}, mem[addr]};                                
                3'b001:     data_out = {{16{msbh}}, mem[addr+1], mem[addr]};                   
                3'b010:     data_out = {mem[addr+3], mem[addr+2], mem[addr+1], mem[addr]};     
                3'b100:    data_out = {24'b0, mem[addr]};                                     
                3'b101:    data_out = {16'b0, mem[addr+1], mem[addr]};                        
                default:    data_out = 32'b0;
            endcase
        end 
        else data_out = 32'b0;
    end
    always @(posedge clk) begin
        if (MemWrite==1) begin
            case (funct3)
                3'b000: mem[addr] = data_in[7:0];  
                3'b001: begin    
                        mem[addr]   = data_in[7:0];
                        mem[addr+1] = data_in[15:7];    
                end
                3'b010: begin    
                        mem[addr]   = data_in[7:0];
                        mem[addr+1] = data_in[15:8];  
                        mem[addr+2] = data_in[23:16];
                        mem[addr+3] = data_in[31:24];   
                end
            endcase  
        end
    end
endmodule
==> flow/run.sh <==
#!/bin/bash
# OpenROAD 26Q1-2900-gdf79404cd8, Yosys 0.63+post, stock flow scripts
make -C /OpenROAD-flow-scripts/flow DESIGN_CONFIG=/design/flow/config.mk WORK_HOME=/design/flow/orfs finish
==> flow_summary.toml <==
# synthesis and place-and-route metrics
[placed_design]
dp_hpwl_um = 424000
gp_congestion = 1.13
portBuffers = 110

[cts]
clockBufferDepth = 4
htree_levels = 4
cts_tree = "yes"
ctsHoldBuffers = 0
root_buffer = "clkbuf_16"
cts_sinks = 1032
cts_setup_buffers = 0
cts-buffers-inserted = 143
cts_resized = 0
cts.clk_slew.worst_paths_ns = 0.06

[cells_and_area]
post-route-util = 0.336
drive_gt1_frac = 0.215
fill_cells = 32700
area_growth_pct = 11.2
register_area_mm2 = 0.0310
largest_reg_flops = 1032
combGateArea_mm2 = 0.0635

[drt]
dr.pass1.iters = 8
vias = 100000
drc_errors = 0
drt-initial-drc-count = 11900
vias_per_cell = 6.83
antenna_left = 0
routed_wl_um = 602000
wl_per_cell_um = 41.0

[sta]
setup_violations = 0
fin_crit_sh = 0.559
hold_viol_final = 0
fmax_ghz = 0.0399
rsz0062_at_grt = "no"
min_period_ns = 25.06
slew_violations = 0
slew_headroom = 0.00648
tightest_slew_ns = 1.49
finalSetupTns_ns = 0

[synthesis]
avgSynthCellArea_um2 = 9.54
top_cells_by_area = "edfxtp_1 31%, mux4_2 27%, nand2_1 9.3%"
top_area_cell = "edfxtp_1"
ys_types = 88
yosys_area_mm2 = 0.0994
synthesis.area_mm2 = 0.0994
postSynthSeqShare = 0.312
synth_warnings = 1
edf_count = 1032
ys.flops = 1032
ys_cells = 10400
top_area_frac = 0.312
synthArstFlopShare = 0
ys.flop_type = "edfxtp_1"
postSynthCellCount = 10400

[power]
power.leakage_nw = 33.0
power.total_w = 0.00302
ir_worst_vdd_v = 0.0000266
p_per_area_mw_per_mm2 = 27.3

[critical_path]
critical-path-top-delay-family = "buffers and inverters"
critical_path_class = "in -> out"
slowest_stage = "buf_4"
cp_data_required_time_ns = 35.84
cp.depth = 17
cp-start-kind = "primary input"
slowest_delay_ns = 0.62
endpoint_kind = "output port"
path_buffers = 9
worstSetupStartpoint = "addr[0]"
cp_common_cell = "buf_4"
arrival_ns = 16.10
cp_cell_sequence = "buf_16 -> buf_12 -> buf_4 -> buf_4 -> buf_12 -> buf_12 -> mux4_2 -> mux2i_1 -> o2111ai_1 -> o21ai_0 -> o211ai_1 -> buf_4 -> nor2_1 -> a211o_1 -> buf_4 -> o21ai_1 -> clkdlybuf4s50_1"
worstPathMaxFanout = 94
endpoint = "data_out[26]"

[die]
die_y_um = 577
io-pin-count = 112
die_area_mm2 = 0.333
fp_util = 0.303
die-width_um = 577
rows = 210
fp.coreArea_mm2 = 0.328

[hold_path]
min_path_type = "in -> reg"

[global_route]
grt_usage = 0.374
grt_overflow = 0
grt_max_degree = 95
grt_pass1_vias = 92200
grt_pass1_wl_um = 807000
antenna_found_initial = 109

[run]
max_cap_violations = 1
warnings = 35

[run_status]
violations = "capacitance limit"
status = "complete, but fails checks"
layout make-up:
cell class              instances  area share
diodes                        142     0.00322
inverters                      23    0.000804
clock buffers                 173      0.0336
clock inverters                76     0.00652
well taps                    4346      0.0492
flip-flops and latches       1032       0.281
multi-input cells            8215       0.575
repair buffers                681      0.0508
kinds of logic after synthesis:
kind of cell | Yosys count | synth area share
fa+ha+maj | 9 | 0.00113
mux | 1342 | 0.287
buf+inv | 1169 | 0.0535
simple gates | 4403 | 0.176
compound gates | 2438 | 0.168
xor+xnor | 23 | 0.00241
flops | 1032 | 0.312
metrics by stage:
stage / hold slack [ns] / setup slack (ns) / std cells / area (µm²)
final: 8.59 / 19.74 / 14700 / 110000
after global routing: 8.61 / 19.53 / 14600 / 110000
after CTS: 8.56 / 19.85 / 14500 / 110000
after detailed placement: 9.46 / 19.87 / 14300 / 106000
after global placement: 9.46 / 19.93 / 14300 / 106000
after floorplan: 9.40 / 22.89 / 10400 / 99400
power breakdown:
group / internal (W) / switching [W] / leakage, nW / total (W)
registers: 0.00107 / 0.00000340 / 9.27 / 0.00107
logic: 0.000259 / 0.000536 / 21.5 / 0.000795
clock network: 0.000655 / 0.000497 / 2.17 / 0.00115
total: 0.00198 / 0.00104 / 33.0 / 0.00302
Yosys cell counts (14+ instances only):
library cell,instances
buf_2,221
buf_1,61
edfxtp_1,1032
and3_1,24
nor3_1,34
o211ai_1,949
o21a_1,17
nand2_1,2470
nor2_1,1481
nand4_1,63
mux2_2,47
nor2_2,27
o21ai_0,46
a21oi_1,202
xnor2_1,15
clkbuf_1,749
or3_1,14
a31oi_1,981
a211oi_1,39
mux4_2,1201
a32oi_1,14
a22oi_1,28
buf_4,66
mux2i_1,86
nand3_1,207
and2_1,24
nand2b_1,20
a311oi_1,17
a311o_1,48
buf_6,43
cells in the final DEF (no fill, tap or decap), drive strengths merged, types with 42 or more instances in the layout:
master,n
o21ai,54
mux2i,86
nand2,2471
clkinv,53
clkbuf,173
nor2,1508
diode,142
clkdlybuf4s50,81
a31oi,981
a21oi,203
a311o,48
buf,600
nand3,208
mux2,55
edfxtp,1032
mux4,1201
nor3,42
nand4,64
o211ai,949
layer usage:
layer / GRT usage / share of wire / wire (µm) / vias to the layer above
li1: - / - / - / 40000
met1: 0.403 / 0.31 / 188000 / 48500
met2: 0.477 / 0.39 / 237000 / 9458
met3: 0.292 / 0.19 / 116000 / 2236
met4: 0.279 / 0.095 / 57400 / 133
met5: 0.107 / 0.0078 / 4700 / -
worst min-delay path by stage:
stage / from / end / slack (ns) / depth (start not counted)
6_report: data_in[29] / mem[117][5] / 8.59 / 3
5_1_grt: data_in[29] / mem[117][5] / 8.61 / 3
4_1_cts: data_in[29] / mem[117][5] / 8.56 / 3
Power and IR drop assume default switching activity.
