`design/flow/design.v`:
```
`timescale 1ns / 1ps
module n_bit_register #(parameter N = 32) (
 input [N-1:0] D,
 input clk, rst, load,
 output [N-1:0] Q
);
    wire [N-1:0] d; 
    genvar i; 
    generate
        for(i = 0; i<N; i = i +1 )
        begin
            mux mx1(D[i],Q[i], load, d[i]);
            DFlipFlop df1(clk, rst, d[i], Q[i]);
        end
    endgenerate
endmodule
module mux (input a, b, s, output reg c); 
    wire m,n; 
    always@(*)
    begin 
        c = s?a:b;
    end
endmodule
module DFlipFlop (input clk, input rst, input D, output reg Q);
    always @ (posedge clk or posedge rst)
        if (rst) begin
        Q <= 1'b0;
        end else begin
        Q <= D;
        end
endmodule 
`timescale 1ns / 1ps
module reg_file #(parameter N=32) (
    input [N-1:0] write_data, 
    input [4:0] reg_read1, reg_read2, reg_write1, 
    input write_enable, clk, reset, 
    output  [N-1:0] read_data_1, read_data_2);
wire [N-1:0] Q [0:N-1];
reg [N-1:0] load;
always @(*) begin
    load = 0;
    if (write_enable == 1 && reg_write1 != 0) begin
            load = 0;
            load [reg_write1] = 1'b1;
    end
end
generate
    for (genvar i=0; i<N; i=i+1)begin:regs   
         n_bit_register rgstr (write_data ,clk, reset, load[i], Q[i]);
         end
endgenerate
assign read_data_1 = Q[reg_read1];
assign read_data_2 = Q[reg_read2];
endmodule
```
`design/flow/run.sh`:
```
#!/bin/bash
# OpenROAD 26Q1-2900-gdf79404cd8, Yosys 0.63+post, stock flow scripts
make -C /OpenROAD-flow-scripts/flow DESIGN_CONFIG=/design/flow/config.mk WORK_HOME=/design/flow/orfs finish
```
`design/flow/config.mk`:
```
export PLATFORM = sky130hd
export DESIGN_NAME = reg_file
export DESIGN_NICKNAME = reg_file
export VERILOG_FILES = /design/flow/design.v
export SDC_FILE = /design/flow/constraint.sdc
export NUM_CORES = 4
export LEC_CHECK = 1
export CORE_UTILIZATION = 30
```
`design/flow/constraint.sdc`:
```
current_design reg_file

set clk_period 10.8
set clk_io_pct 0.2

create_clock -name clk0 -period $clk_period [get_ports {clk}]

set non_clock_inputs [all_inputs -no_clocks]
set_input_delay [expr $clk_period * $clk_io_pct] -clock clk0 $non_clock_inputs
set_output_delay [expr $clk_period * $clk_io_pct] -clock clk0 [all_outputs]
```
==> summary.txt <==
Post-DR wirelength/cell = 42.1 um
Ports = 114
Initial Utilization = 0.303
Pins Over Slew Limit = 0
CTS Buf Count = 111
Syn avg cell area = 11.7 um^2
Placed insts = 6,555
RSZ-0062 raised after global routing = no
Status = completed
Setup WS pre-CTS = 2100 ps
Post-route setup slack = 1770 ps
CTS max path bufs = 3
Largest net degree at the start of global routing = 122
Startpoint types = input port
Final hold violation count = 0
CTS clk-pin slew, worst paths = 70 ps
Pwr/cell area = 199 nW/um^2
Clock latency (worst-skew pair) = 770 ps
Setup Buffers After CTS = 0
Synthesis Warnings = 3
Worst Setup EP = read_data_1[0]
Area growth, synth to finish = 17.1%
Initial DRT Pass Iterations = 7
Crit path required time = 8640 ps
Synthesized cell area = 51,500 um^2
Synth top area share = 0.497
Crit path kind = input port to output port
Critical-path maximum fanout = 23
Sink Count = 1,024
Reg2Reg Launch Point = regs[8].rgstr.genblk1[23].df1.Q$_DFFE_PP0P_
Final GP Congestion = 1.05
Setup_tns = 0 ps
Clock root buffer = clkbuf_16
Synth area leader = dfrtp_1
Final HPWL DP = 172,000 um
Hold crit path type = flop to flop
Port buffer count = 113
Peak Freq = 0.111 GHz
Worst path arrival time = 6870 ps
Finished Layout Cells = 6,783
YS chip area = 51,500 um^2
Seq/Total Area, Yosys = 0.497
Tmin final = 9030 ps
FF-to-FF End = regs[8].rgstr.genblk1[23].df1.Q$_DFFE_PP0P_
Layout cells sized above 1 = 0.340
Fin Hold WS = 524 ps
Most frequent cell after synthesis = dfrtp_1
Post-synth area hogs = dfrtp_1, mux2_2, a22oi_1
Post-synth ARST share = 1.00
Number of DRC markers in iteration 0 = 5,718
Post-detailed-route via-to-cell ratio = 6.70
Worst slew margin = 0.184
Flip-flops with a built-in enable = 0
Drc violations = 0
Hold_sp = regs[16].rgstr.genblk1[5].df1.Q$_DFFE_PP0P_
Slew @ Worst Pin = 1220 ps
Setup Skew = 0 ps
Cells in synth_stat.txt = 4,391
Cell Type Count = 66
Overall routing resource usage = 0.337
Total power = 12.0 mW
Vias in the first global route = 44,900
Die W = 416 um
Top reg by flops = regs.rgstr.genblk1.df1.Q
Die height = 416 um
First-pass GRT wire length = 387,000 um
Dominant register cell = dfrtp_1
Hold Path Cell Cnt = 1
FF-to-FF path depth = 1
TritonCTS clock tree = yes
Leakage = 26.0 nW
Post-cts resize count = 0
Synthesis-stage register bit count = 1,024
Critical path capture point type = output port
Cell count after synthesis = 4,391
Antenna viol nets, final = 0
Post-synth top cells = dfrtp_1, mux2_2, a22oi_1
WL final = 286,000 um
Overflow after GRT = 0
Top Registers = regs.rgstr.genblk1.df1.Q x1024
Number of flip-flops in the largest register = 1,024
Crit path from = reg_read1[1]
Antenna violations before repair = 23
Flop2flop setup slack = 9890 ps
Log Warnings = 41
Hold-fix buffers at CTS = 0
H-tree depth = 3
Max cap viols = 0
Final setup violating endpoints = 0
Vias = 45,500
Rows = 151
Worst vdd ir = 0.000145 V
Tcrit/Tclk final = 0.836
Chip area = 173,000 um^2
Core footprint = 170,000 um^2
## critical path, stage by stage
cell and delay, ps:
clkdlybuf4s50_1 810, buf_4 440, or3b_2 630, nor2_4 890, buf_4 510, a22oi_1 160
nand4_1 120, nor3_1 60, a21oi_1 490, clkdlybuf4s50_1 570
## how the worst min path moves through the flow
| stage | to |
|---|---|
| finish | regs[16].rgstr.genblk1[5].df1.Q$_DFFE_PP0P_ |
| global route | regs[16].rgstr.genblk1[5].df1.Q$_DFFE_PP0P_ |
| CTS | regs[16].rgstr.genblk1[18].df1.Q$_DFFE_PP0P_ |
## per-layer routing
layer	GRT usage	part of all wire	vias to the layer above
met2	0.451	0.40	4066
met1	0.398	0.34	22900
met3	0.213	0.17	1487
met5	0.0128	0.0016	-
met4	0.219	0.089	32
li1	-	-	17000
## cells in the final DEF (no fill, tap or decap), types with 9 or more instances in the layout
master | netlist | routed
o32a_1 | 9 | 9
nand4_1 | 95 | 95
nand2_1 | 238 | 228
a31oi_1 | 17 | 17
bufinv_16 | 0 | 17
o21ai_0 | 22 | 22
nor2_1 | 167 | 110
clkinv_2 | 0 | 21
nor3_1 | 58 | 55
a21oi_1 | 95 | 95
clkbuf_8 | 0 | 22
nor4_1 | 35 | 35
mux2_2 | 984 | 984
nor2b_1 | 17 | 13
nand2_2 | 0 | 10
diode_2 | 0 | 23
dfrtp_1 | 1024 | 1024
a2111oi_0 | 9 | 9
clkbuf_1 | 176 | 22
a221oi_1 | 13 | 13
clkbuf_16 | 0 | 113
mux2_1 | 49 | 49
clkdlybuf4s50_1 | 0 | 108
nor2_4 | 0 | 67
a22o_1 | 40 | 40
and3_1 | 10 | 10
a222oi_1 | 28 | 28
a22oi_1 | 767 | 767
nand2b_1 | 11 | 11
or3_1 | 9 | 9
buf_4 | 11 | 235
nand3_1 | 62 | 53
mux2i_1 | 32 | 32
buf_12 | 0 | 20
a32oi_1 | 24 | 24
inv_1 | 12 | 11
## where the power goes
group | switching, mW | total, mW | internal (mW)
registers | 0.998 | 5.83 | 4.83
clock network | 1.71 | 4.19 | 2.47
logic | 0.914 | 1.98 | 1.06
total | 3.62 | 12.0 | 8.36
## stage by stage
| stage | cell area [um^2] | utilization |
|---|---|---|
| 5_1_grt | 60300 | 0.355 |
| 6_report | 60300 | 0.355 |
| 3_3_place_gp | 56300 | 0.331 |
| 3_5_place_dp | 56300 | 0.331 |
| 2_1_floorplan | 51500 | - |
| 4_1_cts | 60300 | 0.355 |
## final cells by class
type,count,area (um^2)
timing repair buffer,367,3270
fill,16400,110000
clock buffer,157,3210
tap,2218,2780
antenna,23,57.6
sequential,1024,25600
inverter,14,56.3
multi-input combinational,2932,24600
clock inverter,48,742
## logic make-up after synthesis
group	after synthesis	synth area share
compound gates	1088	0.157
mux	1067	0.233
flops	1024	0.497
simple gates	770	0.0728
buf+inv	435	0.0378
fa+ha+maj	4	0.000972
xor+xnor	3	0.000656
No activity file was given, so power comes from the tool's default toggle rates.
